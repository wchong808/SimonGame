`run.sh`:
```
#!/bin/bash
# OpenROAD 26Q1-2900-gdf79404cd8, Yosys 0.63+post, stock flow scripts
make -C /OpenROAD-flow-scripts/flow DESIGN_CONFIG=/design/flow/config.mk WORK_HOME=/design/flow/orfs finish
```
`config.mk`:
```
export PLATFORM = sky130hd
export DESIGN_NAME = sequence
export DESIGN_NICKNAME = sequence
export VERILOG_FILES = /design/flow/design.v
export SDC_FILE = /design/flow/constraint.sdc
export NUM_CORES = 4
export LEC_CHECK = 1
export CORE_UTILIZATION = 30
```
`constraint.sdc`:
```
current_design sequence

set clk_period 1.6
set clk_io_pct 0.2

create_clock -name clk0 -period $clk_period [get_ports {clk}]

set non_clock_inputs [all_inputs -no_clocks]
set_input_delay [expr $clk_period * $clk_io_pct] -clock clk0 $non_clock_inputs
set_output_delay [expr $clk_period * $clk_io_pct] -clock clk0 [all_outputs]
```
`design.v`:
```
`timescale 1ns / 1ps
module sequence(
    input clk,
    input randomize,
    input next,
    input start_over,
    output [3:0] seq
    );
    reg [17:0] counter = 18'b100110101011010111;
    reg [17:0] seed;
    reg [17:0] current;
    assign seq = 4'b1 << current [1:0];
    always @(posedge clk) begin
        counter <= {counter [15:0], counter [17:16] ^ counter[10:9]};
        if(randomize)
            seed <= counter;
        if(start_over)
            current <= seed;
        else if(next) 
            current <= {current [15:0], current [17:16] ^ current [10:9]};
        end    
endmodule
```
==> Slide: Implementation Results <==
Implementation Results

Outcome
  – Outcome: finished, final reports clean

Setup path
  – R2R setup slack: 420 ps
  – R2r startpoint: current[0]
  – CP Capture Type: output pin
  – Crit path DRT: 1280 ps
  – Worst Path Max Fanout: 3
  – Worst R2R End: current[2]
  – Worst Path Class, Setup: flop to output pin
  – Crit path DAT: 1190 ps
  – Crit start category: flop
  – R2R depth: 3

Synthesis
  – YS chip area: 1780 µm²
  – Mapped Cells: between 80 and 90
  – #FFs+latches synth: 54
  – Yosys cell count: 85
  – Synth cell types: 13
  – Netlist Area Pre-Place: 1780 µm²
  – Cell type with the largest total area: edfxtp_1
  – Syn avg cell area: roughly 21 µm²
  – Yosys warns: 1
  – Synth top area share: 0.607
  – Top cells, area: edfxtp_1 61%, dfxtp_1 20%, mux2_4 13%
  – Sequential area share after synthesis: 0.809

Timing
  – Final Skew: a little over 7 ps
  – Crit share post-route: 0.946
  – Max-slew violation count: 0
  – Fmax: 0.661 GHz
  – Slew @ Worst Pin: around 410 ps
  – Period minus WS final: 1510 ps
  – Setup-failing EPs final: 0
  – Unrepaired setup endpoints after global routing: no
  – Worst rel slew slack: 0.725
  – Hold Slack: 351 ps
  – Final hold viol count: 0

Route
  – DRC viols: 0
  – 1st-iter DRT viols: 28
  – Routed vias/inst: 3.85
  – Post-Route WL: 2100 µm
  – Routed WL per cell: 11.8 µm
  – Via count: 686
  – Drt pass-1 iters: 4
  – # diodes: 0
  – Post-DRT Antenna Nets: 0

Global route
  – Total gr overflow: 0
  – First-pass GRT wire length: 3500 µm
  – Grt met3 use: 0.0280
  – M2 GR Usage: 0.0974
  – Vias in the first global route: 712
  – Initial antenna violation count: 0
  – Grt met1 use: 0.134
  – Total GRT Usage: 0.0771
  – Largest net degree at the start of global routing: 19
  – Most crowded layer after global routing: met1

Die
  – # rows: 27
  – Core area: 5610 µm²
  – Starting Density: 0.318
  – # IOs: 8
  – Die Ht: 79.1 µm
  – Die width: between 70 and 80 µm
  – Chip footprint: 6250 µm²

CTS
  – Number of H-tree levels: 2
  – CTS tree: built
  – Clock Root Buffer: clkbuf_8
  – Latency at later pin: 290 ps
  – CTS max path bufs: 2
  – # hold bufs at CTS: 0
  – Reg clk slew, reported paths: 90 ps
  – Clock sink total: 54
  – CTS buffer count: 5

Power
  – Post-layout power: about 2.6 mW
  – Pwr Density: 1230 nW/µm²
  – Worst vdd ir: 0.000418 V
  – P_leak: 0.820 nW

Layout
  – Layout area overhead: 18.4%
  – Share of layout cells above drive strength 1: 0.302
  – Top cell excl fill/tap: edfxtp_1
  – Most frequent cells in the layout: 36 x edfxtp_1, 18 x dfxtp_1, 15 x mux2_4

Placement
  – Buffers on Ports: 7
  – HPWL Detailed: 1390 µm
  – GPL Wtd Cong: 0.725

Worst hold path
  – Hold path depth: 0
  – Worst hold path class: flop to flop
  – Worst Hold Launch: counter[13]
  – Hold Path Sink: counter[15]

Run
  – Max-capacitance violation count: 0
  – OpenROAD warning count: 25
-- worst max path at each step --
stage / from / end / slack [ps]
after CTS: current[0] / seq[3] / 2
after global routing: current[0] / seq[1] / 10
final: current[0] / seq[1] / 90
-- report_power, final --
part           internal [mW]  switching (mW)
sequential              1.57          0.0304
clock                  0.407           0.397
combinational          0.124          0.0587
-- Yosys cell counts (all sizes together) --
cell and n:
xor2 2, nand2 2, and2 1, edfxtp 36
xnor2 2, nor2 1, buf 2, nor2b 2
o21ai 2, dfxtp 18, mux2 16, or2 1
-- critical path, stage by stage (launching register included) --
cell,delay (ps)
edfxtp_1,410
buf_4,160
nor2b_1,120
dlygate4sd2_1,220
-- per-layer routing --
layer	share of wire	wire [µm]
met1	0.52	1100
met2	0.41	866
met3	0.048	101
met4	0.016	33
met5	0	0
-- logic make-up after synthesis --
kind of cell | after synthesis | share of synthesized area
mux | 16 | 0.133
simple gates | 7 | 0.0204
buf+inv | 2 | 0.0126
xor+xnor | 4 | 0.0197
compound gates | 2 | 0.00562
flops | 54 | 0.809
-- state kept, by name (all words and copies together) (netlist names) --
register	flops
current	18
counter	18
seed	18
-- stage by stage --
stage / util / worst slack, ps / setup TNS, ps / std cells / area (µm²)
after CTS: 0.374 / 1.99 / 0 / 177 / 2100
after global placement: 0.351 / -23.2 / -564 / 165 / 1970
after global routing: 0.376 / 14.6 / 0 / 178 / 2110
after floorplan: - / 429 / 0 / 85 / 1780
final: 0.376 / 86.3 / 0 / 178 / 2110
after detailed placement: 0.351 / -46.8 / -1450 / 165 / 1970
-- layout make-up --
| type | instances | area (µm²) |
|---|---|---|
| Tap cell | 72 | 90.1 |
| Multi-Input combinational cell | 29 | 318 |
| Timing Repair Buffer | 15 | 154 |
| Fill cell | 520 | 3500 |
| Sequential cell | 54 | 1440 |
| Clock buffer | 7 | 97.6 |
| Clock inverter | 1 | 8.76 |
-- what timing repair did --
action | in CTS | in global routing
cloned | 0 | 0
setup endpoints to repair | 4 | 1
pin swaps | 1 | 1
gates resized | 3 | 1
setup buffers | 4 | 1
Power is estimated from default activity; no workload was simulated.
