--- flow/run.sh ---
#!/bin/bash
# OpenROAD 26Q1-2900-gdf79404cd8, Yosys 0.63+post, stock flow scripts
make -C /OpenROAD-flow-scripts/flow DESIGN_CONFIG=/design/flow/config.mk WORK_HOME=/design/flow/orfs finish
--- flow/config.mk ---
export PLATFORM = sky130hd
export DESIGN_NAME = counter
export DESIGN_NICKNAME = counter
export VERILOG_FILES = /design/flow/design.v
export SDC_FILE = /design/flow/constraint.sdc
export NUM_CORES = 4
export LEC_CHECK = 1
export CORE_AREA = 10 10 70 70
export DIE_AREA = 0 0 80 80
--- flow/constraint.sdc ---
current_design counter

set clk_period 1.4
set clk_io_pct 0.2

create_clock -name clk0 -period $clk_period [get_ports {clk}]

set non_clock_inputs [all_inputs -no_clocks]
set_input_delay [expr $clk_period * $clk_io_pct] -clock clk0 $non_clock_inputs
set_output_delay [expr $clk_period * $clk_io_pct] -clock clk0 [all_outputs]
--- flow/design.v ---
`timescale 1ns / 1ps
module counter(
    input clk,
    input increment,
    input reset,
    output reg[4:0] count
    );
    always @(posedge clk) begin
        if(reset) 
            count <= 5'b00000;
        else if(increment)
            count <= count + 5'b00001;
    end
endmodule
==> out/metrics.yaml <==
cts_root_buf: "clkbuf_4"
fp_util_pct: 7.25
max-slew-margin-rel_pct: 86.8
synthMuxAreaShare_pct: 16.2
cp-end-kind: "primary output"
grt_usage_pct: 2.30
top_cells_by_area: "dfxtp_1 40%, mux2_4 12%, nand4_2 10%"
crit_buf_inv: 1
fp.dieW_um: 80
largest_reg_flops: 5
hold_class: "register to register"
io_buffers: 7
leakagePower_nw: 0.204
final-comb-area_um2: 136
cp_slowest_stage_delay_ns: 0.47
num_vias: 211
pre_cts_ws_ns: 0.0465
antenna_found_initial: 0
period_minus_slack_ns: 1.36
dr.pass1.iters: 3
cts_buffers: 3
warnings: 25
drc: 0
place_congestion: 0.698
yosysTopAreaCell: "dfxtp_1"
yosys_warnings: 1
clk_latency_ns: 0.24
yosys.area.top_type_share_pct: 40.4
simple_gate_share_pct: 24.2
crit_path_start_kind: "register"
die_area_mm2: 0.00640
placed_area_um2: 379
finClkSkew_ns: 0.00168
wl_um: 672
cts_tree: "yes"
logic_family: "simple AND/OR/NAND/NOR gates"
ant_nets: 0
rows: 21
drtIter0Drc: 6
dieHeight_um: 80
post-route-cell-area_um2: 435
fin_crit_sh_pct: 96.8
mostFrequentLayoutCell: "clkdlybuf4s50_1"
viasPerCell: 2.57
drive_above_1_share_pct: 41.7
num-fill-cells: 393
rsz0062_at_grt: "false"
diodes: 0
worstPathRequired_ns: 1.12
grt_overflow: 0
areaGrowthSynthToFinish_pct: 75.8
crit_family: "buffers and inverters"
seqCellArea_um2: 113
ios: 8
clk_pin_slew_ns: 0.04
tns_ns: 0
grt_start_max_net_pins: 6
ir_drop_uv: 246
avgSynthCellArea_um2: 11.3
grt_pass1_vias: 235
cap_violations: 0
tightest_slew_ns: 0.197
synth-area-yosys_um2: 248
cts_buffer_depth: 2
syn_inst: 22
slowest_stage: "clkdlybuf4s50_1"
h-tree-depth: 1
top_register: "count"
crit_fanout: 4
fmax_mhz: 738
compound_area_share_pct: 6.06
core_region_area_mm2: 0.00342
hold_viol: 0
reg.largest.list: "count (5)"
ys.flops: 5
fa_ha_area_share_pct: 5.05
ys_cells: 22
grt_pass1_wl_um: 1100
power.density_mw_per_mm2: 853
layout_setup_ws_ns: 0.0442
cp_cell_sequence: "clkdlybuf4s50_1"
setup_viol: 0
lay_top_cells: "6 x clkdlybuf4s50_1, 4 x nor2_1, 4 x buf_4, 3 x clkbuf_4, 3 x dfxtp_4"
clkSinkCount: 5
wl_per_cell_um: 8.20
status: "finished clean"
xor_area_share_pct: 3.54
netlist_area_um2: 248
ctsHoldBuffers: 0
maxSlewViolCount: 0
ys_seq_share_pct: 40.4
postLayoutCoreUtil_pct: 12.7
cp.arrival_ns: 1.08
crit_type: "register to primary output"
synth.distinct_cells: 12
==> layer usage <==
layer / up-vias / share of wire, % / routed length, um / global-route usage, %
met5: - / 0 / 0 / 0
li1: 107 / - / - / -
met1: 92 / 50 / 338 / 2.81
met2: 10 / 23 / 157 / 2.17
met3: 2 / 25 / 169 / 3.30
met4: 0 / 0.89 / 6 / 0.176
==> cell families (layout without fill, tap and decap cells) <==
group | Yosys count | after routing
and+or+nand+nor | 9 | 9
DFF | 5 | 5
muxes | 3 | 3
AOI/OAI and AO/OA | 2 | 2
adders and majority gates | 1 | 1
xor gates and xnor gates | 1 | 1
buffers and inverters | 1 | 15
==> cell type report <==
type | count | share of cell area (%)
multi-input cells | 16 | 31.3
flip-flops and latches | 5 | 25.9
repair buffers | 11 | 23.6
well taps | 46 | 13.2
clock buffers | 4 | 6.03
==> worst paths after layout <==
path | slack [ns] | cells past startpoint | end | startpoint
min reg2reg | 0.55 | 2 | count[1]$_SDFFE_PP0P_ | count[1]$_SDFFE_PP0P_
min | 0.55 | 2 | count[1]$_SDFFE_PP0P_ | count[1]$_SDFFE_PP0P_
max reg2reg | 0.17 | 4 | count[4]$_SDFFE_PP0P_ | count[0]$_SDFFE_PP0P_
max | 0.04 | 1 | count[1] | count[1]$_SDFFE_PP0P_
==> repair_timing <==
item,in CTS,in global routing
resized,4,4
setup buffers,0,2
endpoints found under the setup margin,4,3
==> Yosys cell counts, drive strengths merged <==
| master | count |
|---|---|
| a21bo | 1 |
| a21oi | 1 |
| buf | 1 |
| dfxtp | 5 |
| ha | 1 |
| mux2 | 2 |
| mux2i | 1 |
| nand3b | 1 |
| nand4 | 2 |
| nor2 | 4 |
| nor2b | 2 |
| xnor2 | 1 |
==> metrics by stage <==
| step | std cells | power, mW | hold WS [ns] |
|---|---|---|---|
| 2_1_floorplan | 22 | 0.177 | 0.349 |
| 3_3_place_gp | 76 | 0.201 | 0.546 |
| 3_5_place_dp | 76 | 0.204 | 0.563 |
| 4_1_cts | 80 | 0.377 | 0.542 |
| 5_1_grt | 82 | 0.400 | 0.600 |
| 6_report | 82 | 0.371 | 0.555 |
==> power breakdown <==
group	total [mW]	switching [mW]	internal, mW
Combinational	0.0511	0.0193	0.0318
Clock	0.166	0.0579	0.108
Sequential	0.155	0.00664	0.148
Power is estimated from default activity; no workload was simulated.
