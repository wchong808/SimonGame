**design/flow/design.v**
```verilog
`timescale 1ns / 1ps
module Controller(
    input btnU,
    input btnL,
    input btnR,
    input btnD,
    input btnC,
    input clk,
    output [3:0] led
    );
    reg[3:0] state;
    always @(posedge clk)
        begin
        if(btnU == 1) state <= 4'b0001;
        else if(btnL == 1) state <= 4'b0010;
        else if(btnR == 1) state <= 4'b0100;
        else if(btnD == 1) state <= 4'b1000;
        else if(btnC == 1) state <= 4'b0000;
        end
        assign led = state;
endmodule
```
**design/flow/run.sh**
```bash
#!/bin/bash
# OpenROAD 26Q1-2900-gdf79404cd8, Yosys 0.63+post, stock flow scripts
make -C /OpenROAD-flow-scripts/flow DESIGN_CONFIG=/design/flow/config.mk WORK_HOME=/design/flow/orfs finish
```
**design/flow/config.mk**
```make
export PLATFORM = sky130hd
export DESIGN_NAME = Controller
export DESIGN_NICKNAME = Controller
export VERILOG_FILES = /design/flow/design.v
export SDC_FILE = /design/flow/constraint.sdc
export NUM_CORES = 4
export LEC_CHECK = 1
export CORE_AREA = 10 10 70 70
export DIE_AREA = 0 0 80 80
```
**design/flow/constraint.sdc**
```tcl
current_design Controller

set clk_period 1.8
set clk_io_pct 0.2

create_clock -name clk0 -period $clk_period [get_ports {clk}]

set non_clock_inputs [all_inputs -no_clocks]
set_input_delay [expr $clk_period * $clk_io_pct] -clock clk0 $non_clock_inputs
set_output_delay [expr $clk_period * $clk_io_pct] -clock clk0 [all_outputs]
```
==> deck_impl_summary.md <==
Run Summary

Status
  – Outcome: finished clean

CTS
  – Clock tree from TritonCTS: built
  – Number of buffers between clock root and the deepest sink: 2
  – Worst-skew pair later-pin latency: ~0.24 ns
  – Number of CTS-inserted buffers: 3
  – Clock Sinks: 4
  – Setup fix buffers added after clock tree synthesis: 0
  – Number of cells upsized or downsized after cts: 0
  – Clock transition time at the flip-flop clock pins of the worst setup and hold paths: 0.04 ns
  – H-Tree Level Count: 1
  – Root buffer cell: sky130_fd_sc_hd__clkbuf_4
  – Post-CTS Hold Fix Bufs: 0

STA
  – Accumulated negative setup slack: 0 ns
  – Post-Route Skew: 0 ns
  – Final Hold Fails: 0
  – Max-slew violation total from the final report: 0
  – Fraction of the cycle the final worst path needs: 79.9%
  – Worst Slack Setup Final: between 0.3 and 0.4 ns
  – Endpoints failing setup: 0
  – Min Clock Period, post-route: between 1 and 1.5 ns
  – RSZ-0062 raised after global routing: no
  – Slew at the pin closest to its max-slew limit: approximately 0.2 ns
  – F_max: 696 MHz
  – Max transition margin: between 80% and 90%

Place
  – Number of buffers inserted by port buffering: 9
  – Dpl cell area: ~300 um^2
  – Setup slack after placement: around 0.24 ns
  – Final HPWL from detailed placement: approximately 480 um
  – Routability Congestion: 0.678
  – Placed cells: around 70

Critical path
  – Bufs and invs on worst path: 1
  – Critical path arrival: 1.08 ns
  – Kind of end point of the critical path: output port
  – Family of cells with the greatest summed delay on the critical path: buffers and inverters
  – Worst Path Required: ~1.4 ns
  – Depth of the worst register-to-register path: 2
  – Highest cell delay on the worst timing path: 0.52 ns
  – Cell count along the critical path: 1
  – Max FO, Critical Path: 2
  – CP cell instances: clkdlybuf4s50_1
  – Type of origin of the critical path: register
  – Worst Path Class, Setup: register to output port
  – Slowest library cell on the worst path: sky130_fd_sc_hd__clkdlybuf4s50_1

Routing
  – Number of nets with antenna violations after routing: 0
  – DR DRC count: 0
  – Average vias per placed instance: around 2.1
  – Final WL: 584 um
  – Detailed-route via count: 155
  – Routed len/inst: slightly below 8 um
  – First-pass DRT Iterations: 2
  – Drt first-iter violations: 19

GRT
  – Global route total overflow: 0
  – Antenna violations before repair: 1
  – Largest net degree at the start of global routing: 5
  – GR Util All Layers: around 2.0%
  – Via count of the first global-routing pass: between 150 and 200
  – Wire length of the first global-routing pass: between 800 and 900 um

Power and ir drop
  – Cell-internal power: around 190 uW
  – Power share of the combinational group: between 10% and 20%
  – Part of the total power dissipated in the clock network: 47.2%
  – Share of total power in sequential cells: around 40%
  – P per Cell Area: between 700 and 800 nW/um^2
  – Max VDD drop: 171 uV
  – Power dissipated by switching net loads: 50.2 uW
  – Total leakage power: ~0.10 nW
  – Switch share: approximately a fifth

Logic synthesis
  – Most used flip-flop cell: sky130_fd_sc_hd__dfxtp_1
  – Synthesis-stage register bit count: 4
  – Most frequently used cell type in the post-synthesis netlist: sky130_fd_sc_hd__dfxtp_1
  – Top-area cell type share of the netlist area: 53.3%
  – Commonest cells in the netlist: 4 x sky130_fd_sc_hd__dfxtp_1, 2 x sky130_fd_sc_hd__nor3_1, 2 x sky130_fd_sc_hd__o21a_1
  – Area of the synthesized netlist per yosys stat: roughly 150 um^2
  – Post-synth top area cell: sky130_fd_sc_hd__dfxtp_1
  – Cell Type Count: 10
  – Proportion of register bits with asynchronous set or reset after synthesis: 0%
  – Number of standard cells after synthesis: 15
  – Seq/Total Area, Yosys: a little over half
  – Cell count in the Yosys report: 15
  – Per-instance average area after synthesis: 10.0 um^2
  – Post-synth tally of flip-flops with integrated enable: 0
  – Ranking of synthesized cells by area: sky130_fd_sc_hd__dfxtp_1 53%, sky130_fd_sc_hd__o21a_1 10%, sky130_fd_sc_hd__nor3_1 6.7%
  – Area of the mapped netlist: 150 um^2
  – Total number of yosys warnings: 1

Flow run
  – Max-cap violations: 0
  – Number of warnings in the stage logs: 25

Layout
  – Tally of non-filler cells in the final layout: around 74
  – Reg with most FFs: state
  – Registers with the most flip-flops: state x4
  – Flip-flop count of the largest register, all copies and words added: 4
  – Post-route core utilization: approximately a tenth
  – Share of layout cells above drive strength 1: 14.8%
  – Signed area change from the synthesized netlist to the final layout: 115%
  – Design area: ~320 um^2

Die
  – I/O Pins: 10
  – Die boundary height: 80 um
  – Die footprint: approximately 6400 um^2
  – Row count: 21
  – Horizontal die size: 80 um
  – Starting density of the core: ~4.4%
  – Core outline area: approximately 3400 um^2

Hold path
  – Hold-critical path depth: 1
  – Worst min-delay path class: register to register
==> power by group through the flow <==
| stage | sequential [mW] | clock (mW) | combinational [mW] |
|---|---|---|---|
| after CTS | 0.0954 | 0.119 | 0.0307 |
| after global routing | 0.0956 | 0.130 | 0.0334 |
| final | 0.0955 | 0.113 | 0.0307 |
==> logic make-up (layout without fill, tap and decap cells) <==
group	count (synthesis)	count (layout)	synth area share (%)
AOI/OAI and AO/OA	4	4	19.2
buffers and inverters	1	13	2.50
DFF	4	4	53.3
other	0	1	0
and+or+nand+nor	6	6	25.0
==> layout by cell type, fill, tap and decap left out, drive strengths merged <==
master         instances
or4b                   1
inv                    1
clkdlybuf4s50          9
nor2                   1
o21a                   2
a31o                   1
dfxtp                  4
diode                  1
nor3                   2
nor3b                  1
a21oi                  1
clkbuf                 3
nor2b                  1
==> through the flow <==
step	hold WS [ns]	power [mW]
floorplan	0.429	0.102
global placement	0.473	0.126
detailed placement	0.475	0.127
CTS	0.489	0.245
global route	0.513	0.259
finish	0.485	0.239
==> layout make-up <==
class | count | area (um^2)
Fill cell | 403 | 3090
Timing Repair Buffer | 9 | 90.1
Sequential cell | 4 | 80.1
Multi-Input combinational cell | 10 | 66.3
Tap cell | 46 | 57.6
Clock buffer | 3 | 22.5
Inverter | 1 | 3.75
Antenna cell | 1 | 2.50
==> path summary, 6_finish.rpt <==
path,end,startpoint,slack (ns)
setup / recovery,led[0],state[0],0.36
hold / removal,state[0],state[0],0.49
setup reg to reg,state[1],state[1],0.83
hold reg to reg,state[0],state[0],0.49
==> metal layers <==
layer,GRT usage (%),wire (um),vias up,part of all wire [%]
met5,0,0,-,0
met4,0.176,0,0,0
met3,4.20,213,0,36
met2,1.61,130,14,22
met1,1.93,240,60,41
li1,-,-,81,-
Power and IR drop assume default switching activity.
